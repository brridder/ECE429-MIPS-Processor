==> ./design.v <==
module writeback_stage(
    clock,
    rdIn,
    rdDataIn,
    memDataIn,
    control,                       
    rdOut,
    regWriteEnable,
    writeBackData
);
    input wire clock;
    input wire[0:4] rdIn;
    input wire[0:31] rdDataIn;
    input wire[0:31] memDataIn;
    input wire[0:8-1] control;
    output wire[0:4] rdOut;
    output wire regWriteEnable;
    output wire[0:31] writeBackData;
    assign rdOut = rdIn;
    assign writeBackData = control[5] ? memDataIn : rdDataIn;
    assign regWriteEnable = control[0];
endmodule
==> ./run.sh <==
#!/bin/bash
# OpenROAD 26Q1-2900-gdf79404cd8, Yosys 0.63+post, stock flow scripts
make -C /OpenROAD-flow-scripts/flow DESIGN_CONFIG=/design/flow/config.mk WORK_HOME=/design/flow/orfs finish
==> ./config.mk <==
export PLATFORM = sky130hd
export DESIGN_NAME = writeback_stage
export DESIGN_NICKNAME = writeback_stage
export VERILOG_FILES = /design/flow/design.v
export SDC_FILE = /design/flow/constraint.sdc
export NUM_CORES = 4
export LEC_CHECK = 1
export CORE_AREA = 10 10 70 70
export DIE_AREA = 0 0 80 80
==> ./constraint.sdc <==
current_design writeback_stage

set clk_period 1.0
set clk_io_pct 0.2

create_clock -name clk0 -period $clk_period

set non_clock_inputs [all_inputs -no_clocks]
set_input_delay [expr $clk_period * $clk_io_pct] -clock clk0 $non_clock_inputs
set_output_delay [expr $clk_period * $clk_io_pct] -clock clk0 [all_outputs]
==> metrics.cfg <==
[die]
floorplan.initialDensity_pct = 17.3
die-area_um2 = 6400
io_pins = 116
core_um2 = 3420
row_count = 21
die_y_um = 80
fp.dieW_um = 80

[placed_design]
place.gp.congestion = 0.721
place_ws_ns = -0.497
io_buffers = 97

[synthesis]
ys_types = 5
syn_inst = 42
netlist.area_leader.share_pct = 76.4
largest_area_cell = mux2_4
ys_chip_area_um2 = 589
syn-cell-area_um2 = 589
topCellsByArea = mux2_4 76%, buf_12 10%, buf_4 7.6%
avgSynthCellArea_um2 = 14.0
synth_warnings = 0
ys_cells = 42
postSynthSeqShare_pct = 0

[routing]
num_vias = 684
drtPass1Iterations = 2
drtIter0Drc = 14
drtAntennaViolNets = 0
antenna_cells = 0
wl_per_cell_um = 16.2
drc = 0
wl_mm = 2.92
via_per_inst = 3.80

[worst_setup_path]
slowest_stage = mux2_4
cp.arrival_ns = 0.89
crit_path_start_kind = input pin
cp_num_buf_inv = 3
path_max_fanout = 9
worst-setup-path-type = input pin to primary output
path_delay_family = buffers and inverters
worst_setup_path_end_kind = primary output
critPathRequiredTime_ns = 0.80
max_stage_delay_ns = 0.30
crit_chain = buf_12 > buf_16 > mux2_4 > buf_6

[final_timing]
rsz0062_at_grt = yes
drv_slew = 0
hold_violations = 0
relSlewSlack_pct = 94.8
fin_crit_ns = 1.09
layout_setup_ws_ns = -0.0864
holdWs_ns = 0.400
setup_viol = 32
tightest_slew_ns = 0.0780
finalClockPeriodUsage_pct = 109
fmax_ghz = 0.920

[pwr]
clockPowerShare_pct = 0
switching_share_pct = 22.6
seqPwrFrac_pct = 0
power_uw = 602
p_switching_uw = 136
internal_power_uw = 466
leakage_uw = 0.000836
peakVddDrop_uv = 159
p_comb_share_pct = 100.0
powerDensity_nw_per_um2 = 393

[final_layout]
nClkBuffers = 0
seq_cells = 0
area_growth_syn_to_layout_pct = 160
seq_area_um2 = 0
final_layout_size_suffix_gt1_share_pct = 52.2

[grt]
antenna_found_initial = 0
grtUsageTotal_pct = 8.40
grt_max_degree = 10
grt_pass1_vias = 757
grt-ovfl-total = 0
grt_pass1_wl_mm = 4.34

[clock_tree]
cts_hold_buffers = 0
post_cts_buffers = 0

[flow_run]
warning_count = 41
max-cap-violations = 0

[run_status]
failed_checks = negative setup slack
status = complete, but fails checks

[hold_path]
min_path_type = input pin to primary output

## power by group through the flow
stage                 sequential (uW)  clock (uW)  combinational [uW]
final                               0           0                 602
after global routing                0           0                 644
after CTS                           0           0                 584
## per-stage QoR
stage,TNS [ns],cells,area [um2],utilization [%]
finish,-2.37,180,1530,44.9
global route,-2.87,180,1530,44.9
CTS,-2.53,180,1480,43.4
detailed placement,-15.37,177,1540,45.0
global placement,-15.29,177,1540,45.0
floorplan,0,42,589,-
## layout make-up
class	count	area [um2]
fillers	345	1880
well taps	46	57.6
multi-input cells	32	480
repair buffers	102	995
## metal layers
| metal | GRT usage [%] | part of all wire [%] |
|---|---|---|
| met5 | 0 | 0 |
| met4 | 0.176 | 0 |
| met3 | 1.93 | 6.4 |
| met2 | 17.0 | 60 |
| met1 | 8.83 | 33 |
## worst paths after layout
kind  cells past startpoint                to  slack (ns)       start
max                       4  writeBackData[1]       -0.09  control[5]
min                       0          rdOut[0]        0.40     rdIn[0]
## cells in the final DEF (no fill, tap or decap)
| cell type | instances |
|---|---|
| buf_16 | 3 |
| mux2_4 | 32 |
| buf_12 | 3 |
| dlygate4sd2_1 | 64 |
| buf_6 | 21 |
| buf_2 | 11 |
## what timing repair did
item                                    CTS  global route
gates resized                           183             8
gates cloned                              3             0
endpoints found under the setup margin   32            32
## cells in the mapped netlist
cell     n
buf_6    1
mux2_4  30
buf_12   3
buf_4    6
mux2_2   2
## cell families (layout without fill, tap and decap cells)
group	Yosys count	in the layout	synth area share [%]
buffers and inverters	10	102	19.7
multiplexers	32	32	80.3
Power figures rest on the tool's default switching activity, not on a simulated workload.
