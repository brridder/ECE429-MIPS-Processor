## flow/config.mk

```make
export PLATFORM = sky130hd
export DESIGN_NAME = alu
export DESIGN_NICKNAME = alu
export VERILOG_FILES = /design/flow/design.v
export SDC_FILE = /design/flow/constraint.sdc
export NUM_CORES = 4
export LEC_CHECK = 1
export CORE_UTILIZATION = 30
```

## flow/constraint.sdc

```tcl
current_design alu

set clk_period 10.9
set clk_io_pct 0.2

create_clock -name clk0 -period $clk_period [get_ports {clock}]

set non_clock_inputs [all_inputs -no_clocks]
set_input_delay [expr $clk_period * $clk_io_pct] -clock clk0 $non_clock_inputs
set_output_delay [expr $clk_period * $clk_io_pct] -clock clk0 [all_outputs]
```

## flow/design.v

```verilog
module alu (
    clock,
    rsData,
    rtData,
    rtDataOut,
    control,
    control_out,
    outData,
    branchTaken,
    insn,
    insn_out,
    pc,
    rdIn,
    rdOut
);
    input wire clock;
    input wire[0:31] rsData;
    input wire[0:31] rtData;
    input wire[0:8-1] control;
    input wire[0:31] insn;
    input wire[0:31] pc;
    input wire[0:4]  rdIn;
    wire[0:5] opcode;
    wire[5:0] funct;
    wire[0:5] sa;
    wire[0:15] immediate;
    wire[0:25] insn_index;
    wire[0:17] offset;
    wire[0:4]  rt;
    output reg[0:31] outData;
    output reg branchTaken;  
    output reg[0:31] insn_out;
    output reg[0:31] rtDataOut;
    output reg[0:8-1] control_out;
    output reg[0:4] rdOut;
    assign opcode = insn[0:5];
    assign rt = insn[11:15];
    assign sa = insn[21:25];
    assign funct = insn[26:31];
    assign immediate = insn[16:31];
    assign offset = insn[16:31];
    assign insn_index = insn[6:31];
    always @(posedge clock)
    begin
	if (control[1]) begin
	    rdOut <= rt;
	end
	else if(opcode == 6'b000011) begin
	    rdOut = 31;
	end
	else begin
	    rdOut <= rdIn;
	end
    end  
    always @(posedge clock)
    begin
	    branchTaken = 0;          
	    if (control[2]) begin
	        case(funct)
	            6'b100000:
	              outData = rsData + rtData;
	            6'b100001:
	              outData = $signed(rsData) + $signed(rtData);
	            6'b100010:
	              outData = $signed(rsData) - $signed(rtData);
	            6'b100011:
	              outData = $signed(rsData) - $signed(rtData);
	            6'b101010:  
	              if ($signed(rsData) < $signed(rtData)) begin
	                  outData = 32'h00000001;
	              end else begin
	                  outData = 32'h00000000;
	              end
	            6'b101011:
	              if ($unsigned(rsData) < $unsigned(rtData)) begin
	                  outData = 32'h0000001;
	              end else begin 
	                  outData = 32'h00000000; 
	              end
	            6'b000000: begin
	              outData = rtData << $unsigned(sa);
		      end
	            6'b000010:
	              outData = rtData >> sa;
	            6'b000011:
	              outData = rtData >>> sa;
	            6'b100100:
	              outData = rsData & rtData;
	            6'b100101:
	              outData = rsData | rtData;
	            6'b100110:
	              outData = rsData ^ rtData;
	            6'b100111:
	              outData = ~(rsData | rtData);
		    6'b001000: begin
			outData = rsData;
			branchTaken = 1'b1;
		      end
	        endcase  
	    end else if(control[1]) begin
	        case(opcode)
	            6'b001001:
		          outData = $signed(rsData) + $signed(immediate);
	            6'b001010:
		          if ($signed(rsData) < $signed(immediate)) begin
		              outData = 32'h0000001;
		          end else begin
		              outData = 32'h0000000;
		          end
	            6'b100011:
		          outData = $signed(offset) + rsData;
	            6'b101011:
		          outData = $signed(offset) + rsData;
	            6'b001111:
		          outData = immediate << 16;
	            6'b001101:
		          outData = rsData | immediate;
	        endcase  
	    end else if (control[3]) begin
            case(opcode)
	            6'b000010: begin                  
		            outData = ((pc + 4) & 32'hfc00_0000) | (insn_index << 2); 
	                branchTaken= 1'b1;
                end               
	            6'b000011: begin
			outData = ((pc + 4) & 32'hfc00_0000) | (insn_index << 2);
			branchTaken= 1'b1;
		    end
	            6'b000100:
		          if (rsData == rtData) begin
		              outData = $signed(pc) + $signed(offset << 2);
		              branchTaken= 1'b1;
		          end else begin
		              branchTaken= 1'b0;
		          end
	            6'b000101:
		          if  (rsData  != rtData) begin
		              outData = $signed(pc) + $signed(offset << 2);
		              branchTaken = 1'b1;
		          end else begin
		              branchTaken = 1'b0;
		          end
	            6'b000111:
		          if ($signed(rsData) > 1'b0) begin
		              outData = $signed(pc) + $signed(offset << 2);
		              branchTaken= 1'b1;
		          end else begin
		              branchTaken = 1'b0;
		          end
	            6'b000110:
		          if ($signed(rsData) <= 1'b0) begin
		              outData = $signed(pc) + $signed(offset << 2);
		          end else begin
		              branchTaken = 1'b0;
		          end
	            6'b000001:
		          case(rt)
		              5'b00000:
		                if ($signed(rsData) < 1'b0) begin
			                outData = $signed(pc) + $signed(offset << 2);
			                branchTaken = 1'b1;
		                end else begin
			                branchTaken = 1'b0;
		                end
		              5'b00001:
		                if ($signed(rsData) >= 1'b0) begin
			                outData = $signed(pc) + $signed(offset << 2);
			                branchTaken = 1'b1;
		                end else begin
			                branchTaken = 1'b0;
		                end
		          endcase  
	        endcase  
	    end else begin
            outData = 32'h0000_0000;
        end        
    end
    always @(posedge clock)
    begin
        insn_out = insn;
    end
    always @(posedge clock)
    begin
      if (opcode == 6'b000011) begin
    	  rtDataOut = (pc + 8);
      end
      else begin
        rtDataOut = rtData;
      end
    end
    always @(posedge clock)
      begin
	  if (insn == 0) begin
	    control_out[0] <= 1'b0;
            control_out[1] <= 1'b0;
            control_out[2] <= 1'b0;
            control_out[3] <= 1'b0;
            control_out[4] <= 1'b0;
            control_out[5] <= 1'b0;
            control_out[6] <= 1'b0;
            control_out[7] <= 1'b0;
	  end else begin
              control_out <= control;
	  end  
    end
endmodule
```

## flow/run.sh

```bash
#!/bin/bash
# OpenROAD 26Q1-2900-gdf79404cd8, Yosys 0.63+post, stock flow scripts
make -C /OpenROAD-flow-scripts/flow DESIGN_CONFIG=/design/flow/config.mk WORK_HOME=/design/flow/orfs finish
```

==> summary.txt <==
yosys + openroad results -> Peak VDD IR 0.130 mV, hold buffers post-CTS 0, Data required, critical path 10950 ps, Worst-Margin Slew approximately 1200 ps, All-Layer GR Usage 0.349, synth warn 1, vias in the first global route 20062, layout cell share with drive strength beyond 1 0.0705, met3 track demand over resource 0.100, Via density 6.22, drt wl/cell 30.7 um, Mean Syn Cell Area 7.27 um^2, clock share of power 0.177, width of the die about 250 um, Placeable Area 0.0589 mm^2, most numerous logic cells after layout clkdlybuf4s50_1, nand2_1, nor2_1, combinational share of power 0.568, Syn Std Cell Area roughly 0.018 mm^2, number of remaining DRC errors 0, Leak Pwr 8.82 nW, Hold EP insn_out[24], CTS root buf clkbuf_16, RePlAce Congestion around 1.1, largest net degree at the start of global routing 69, FFs w/ async S/R, synth 0, switching part of the total 0.452, sequential share of power 0.255, Final ANT Viol Nets 0, GR Overflow Total 0, Post-Route WL 106000 um, Slew headroom 0.174, number of synthesized flops with an enable pin 32, drt first-iter violations roughly 2500, Pre-Place Util 0.303, Final Cycle Share 0.659, Slew Viols, Final 0, Hold Crit Depth 1, clock buffers created by TritonCTS 9, final hold violation count 0, cell type with the largest total area ha_1, area share, top type 0.144, RSZ-0062 raised after global routing false, PortBufs ~250, design area 0.0218 mm^2, initial antenna violation count 6, # Cells Yosys about 2500, Hold Path Class primary input to flop, Initial DRT Pass Iterations 6, Clock H-tree levels 3, TNS Setup 0 ps, status finished, final reports clean, MaxCap Viol Count 0, Unique cell types 85, Layout fillers 6121, Worst-path clk slew 80 ps, Final setup viols 0, Pint 1.03 mW, Post-synth regs between 100 and 150, hold path startpoint insn[24], power density over the cells 86.7 mW/mm^2, maximum clock frequency 0.139 GHz, Cells after Synth approximately 2500, Switch Pwr 0.855 mW, startpoint type of the worst setup path primary input, vias 21399, tool warning count between 100 and 150, Die ar. 0.0605 mm^2, Resized cells post-CTS 0, clock sinks ~110, site row count 89, first-pass GRT wire length 148000 um, M1 GR Usage 0.470, CTS tree built, Die H 246 um, WP data arrival 7230 ps, crit path kind primary input to flop, Main synth FF type dfxtp_1, I/O Pins 252, synth top area cells ha_1, dfxtp_1, a21oi_1, o21ai_0, edfxtp_1, post-CTS setup buffers 0, clock buffer depth 2, Post-DP Area between 0.02 and 0.025 mm^2, M2 GR Usage 0.522, Hold Slack 2070 ps, post-route minimum period about 7200 ps, Crit Path Max Fanout 27, sequential area share after synthesis 0.141, Top cell excl fill/tap clkdlybuf4s50_1, Worst Setup End Kind flop, Detailed Place HPWL 82800 um, chip area line of the yosys report around 0.018 mm^2, Area growth syn-to-layout 22.0%, Top Usage Layer GRT met2
per-layer routing:
metal  wire length (um)  vias to the layer above  part of all wire
met5                 69                        -           0.00065
met1              42800                    10239              0.41
met2              45800                     1352              0.43
met4               5450                       10             0.052
met3              11400                      254              0.11
li1                   -                     9544                 -
stage by stage:
| step | power (mW) | setup WS (ps) | utilization | instances |
|---|---|---|---|---|
| 2_1_floorplan | 1.03 | 3460 | - | 2458 |
| 3_3_place_gp | 1.54 | 3540 | 0.365 | 3424 |
| 3_5_place_dp | 1.53 | 3510 | 0.365 | 3424 |
| 4_1_cts | 1.87 | 3940 | 0.370 | 3440 |
| 5_1_grt | 1.98 | 3530 | 0.370 | 3442 |
| 6_report | 1.89 | 3720 | 0.370 | 3442 |
layout make-up:
type | count | area, um^2 | area share
Tap cell | 773 | 967 | 0.0444
Antenna cell | 1 | 2.50 | 0.000115
Clock inverter | 6 | 53.8 | 0.00247
Inverter | 142 | 533 | 0.0245
Multi-Input combinational cell | 2053 | 14300 | 0.655
Sequential cell | 110 | 2520 | 0.116
Clock buffer | 10 | 229 | 0.0105
Timing Repair Buffer | 347 | 3210 | 0.147
critical path, cell delays in order:
cell	delay [ps]
clkdlybuf4s50_1	870
inv_1	250
ha_1	520
nor4_1	480
nor2b_1	370
and3_1	340
nand3_1	270
xor2_1	220
o21ai_0	250
o21ai_0	130
a221oi_1	280
nor2_1	120
a311oi_4	420
buf_4	470
registers in the layout, summed over array words and instances, names as in the netlist:
register	count
insn_out	32
rtDataOut	32
outData	32
branchTaken	1
control_out	8
rdOut	5
kinds of logic after synthesis:
group	count (synthesis)	synth area share
compound gates	856	0.313
simple gates	779	0.202
buf+inv	295	0.0632
fa+ha+maj	209	0.148
flops	110	0.141
xor+xnor	109	0.0534
mux	100	0.0794
worst max path at each step:
stage / from / end / slack, ps / cells after the start
after CTS: rsData[11] / outData[19] / 3940 / 14
after global routing: rsData[11] / outData[8] / 3530 / 14
final: rsData[11] / outData[18] / 3720 / 14
cells in the mapped netlist (24+ instances only):
master / n
a211oi_1: 36
a21o_1: 41
a21oi_1: 235
a221oi_1: 27
a222oi_1: 26
a31oi_1: 24
and3_1: 25
clkbuf_1: 128
dfxtp_1: 78
edfxtp_1: 32
ha_1: 205
inv_1: 138
mux2i_1: 54
mux4_2: 32
nand2_1: 241
nand2b_1: 26
nand3_1: 55
nand4_1: 26
nor2_1: 237
nor2b_1: 30
nor3_1: 49
nor4_1: 30
o211ai_1: 25
o21ai_0: 204
o21bai_1: 24
o221ai_1: 24
o22ai_1: 28
xnor2_1: 72
xor2_1: 37
power groups by stage:
stage                 Combinational [mW]  Sequential, mW  Clock [mW]
final                               1.07           0.483       0.334
after global routing                1.14           0.486       0.357
after CTS                           1.04           0.484       0.344
No activity file was given, so power comes from the tool's default toggle rates.
